$ cat constraint.sdc
current_design Adder

set clk_period 18.1
set clk_io_pct 0.2

create_clock -name clk0 -period $clk_period

set non_clock_inputs [all_inputs -no_clocks]
set_input_delay [expr $clk_period * $clk_io_pct] -clock clk0 $non_clock_inputs
set_output_delay [expr $clk_period * $clk_io_pct] -clock clk0 [all_outputs]
$ cat config.mk
export PLATFORM = sky130hd
export DESIGN_NAME = Adder
export DESIGN_NICKNAME = Adder
export VERILOG_FILES = /design/flow/design.v
export SDC_FILE = /design/flow/constraint.sdc
export NUM_CORES = 4
export LEC_CHECK = 1
export CORE_AREA = 10 10 107 107
export DIE_AREA = 0 0 117 117
$ cat run.sh
#!/bin/bash
# OpenROAD 26Q1-2900-gdf79404cd8, Yosys 0.63+post, stock flow scripts
make -C /OpenROAD-flow-scripts/flow DESIGN_CONFIG=/design/flow/config.mk WORK_HOME=/design/flow/orfs finish
$ cat design.v
module Adder(in_1, in_2, Sum_out);
input [31:0] in_1, in_2;
output [31:0] Sum_out;
assign Sum_out = in_1 + in_2;
endmodule
==> results.txt <==
Results of the full flow below.

Synth:
- The run puts the number of cells produced by synthesis at 241.
- Sorting the synthesized cells by area gives the leading types as sky130_fd_sc_hd__ha_1 (22%), sky130_fd_sc_hd__a21oi_1 (8.3%), sky130_fd_sc_hd__a21o_1 (8.2%).
- For reference, the mux area share after synthesis is 1.15%.
- The run puts the number of library cell types mapped by synthesis at 50.
- For reference, the top logic cell family by area is AND-OR/OR-AND gates.
- The average instance in the mapped netlist occupies between 7 and 8 µm².
- The cell-mix breakdown from Yosys lists the adder-cell area share as around a quarter.
- Looking at area per cell type in the netlist, the leader is sky130_fd_sc_hd__ha_1.
- The run puts the area figure in the yosys stat output at 1740 µm².
- The run puts the post-synthesis share of cell area spent on and, or, nand and nor gates at 18.3%.
- The synth_stat.txt file lists the number of cells as 241.
- The run puts the total standard cell area after synthesis at 1740 µm².
- The run gives the sequential cell area fraction in the yosys report as 0%.
- The run puts the parity-gate share of the synthesized area counting xor and xnor cells at ~14%.
- The run puts the synthesis warning total at 0.
- The run gives the AND-OR/OR-AND share of the synthesized area as 39.3%.
- The run puts the top-area cell type share of the netlist area at 22.2%.

Global routing:
- The number of antenna violations at the first check in global routing came to 0.
- The run puts the number of global-route vias before repair at 2097.
- The run puts the global-route wire length before repair at 10.2 mm.
- The run gives the pin count of the biggest net entering global routing as 11.
- The run gives the total global-route track usage as under 10%.
- The run puts the total congestion overflow at 0.

Flow run:
- The run puts the reported max-cap violation count at 0.
- The run gives the warning total across the stage logs as 32.

Setup path:
- By instance count, the cell type seen most on the critical path is sky130_fd_sc_hd__clkdlybuf4s50_1.
- The run puts the endpoint required time on the critical path at 14.48 ns.
- The run puts the largest fanout on the critical path at 4.
- STA classifies the critical path endpoint as a primary output.
- The run gives the slowest stage cell on the critical path as sky130_fd_sc_hd__clkdlybuf4s50_1.
- The worst setup path is launched from an input port.
- The critical path goes through clkdlybuf4s50_1 > ha_1 > fa_1 > a21o_1 > a31o_2 > nand3_1 > o221ai_1 > a311oi_1 > o21bai_1 > xor2_1 > clkdlybuf4s50_1.
- The run puts the highest cell delay on the worst timing path at 0.50 ns.
- Data arrives at the worst endpoint at 6.60 ns.
- By startpoint and endpoint, the worst setup path is classified as in2out.

Die:
- The run gives the width of the die as ~120 µm.
- The floorplan step defined a core boundary enclosing just over 9000 µm².
- The run gives the die outline area as 13700 µm².
- The run puts the placement row count at 35.
- The run gives the vertical die dimension as 117 µm.
- The run puts the core utilization before placement at 19.0%.
- The run puts the number of top-level pins at 96.

STA:
- For this run, the final setup violation count is recorded as 0.
- The clock period could shrink to 10.22 ns.
- The run puts the worst-margin pin slew at 0.530 ns.
- The run gives the final hold violation count as 0.
- Setup repair after global routing left no endpoint under its margin.
- Counting pins that exceed their max-slew limit in the final report gives 0.
- The run gives the worst relative slew slack as a little under two thirds.
- The final critical path takes up a little under three fifths of the cycle.
- The run gives the final worst hold slack as 8.28 ns.
- The run puts the fmax at 97.9 MHz.
- The run puts the total negative slack for setup checks at 0 ns.

Power and ir drop:
- The run gives the total power as 0.000108 W.
- The run puts the ratio of total power to cell area at 38.7 nW/µm².
- The run puts the maximum resistive drop on vdd at 17.0 µV.
- The run gives the leakage component of the power as 1.18 nW.

Detailed routing:
- According to the report, the first pass of detailed routing completed in 4 iterations.
- The run gives the vias after detailed routing as 2085.
- The run gives the antenna cell count as 0.
- The run puts the ratio of routed vias to standard cells at 4.77.
- The run puts the wire length per cell after detailed routing at around 14 µm.
- The run gives the detailed-route DRC error count as 0.
- The run puts the total wirelength of the detailed-routed design at roughly 6.3 mm.
- The run gives the count of nets left with antenna violations after detail routing as 0.
- The run gives the first-iteration detailed-routing DRC count as 86.

Layout:
- Of the cells placed in the final design, the portion with a size suffix greater than 1 is 3.07%.
- Fill cells in the final layout number 982.
- The run gives the area taken by flip-flops and latches as 0 µm².
- The run puts the area growth from synthesis to final layout at 60.5%.
- The run puts the flop count at 0.
- In the final layout, the clock buffer count is 0.
- The run puts the core occupancy in the finished layout at 30.4%.

CTS:
- The run gives the number of gates given a new drive strength after cts as 0.
- The run gives the number of hold buffers added after cts as 0.
- The run gives the post-CTS setup buffer count as 0.

Hold path:
- Note that the worst hold path type here is in2out.

Placed design:
- After its last routability iteration, the placer logged a weighted congestion of ~0.83.
- In the placement report, post-DP HPWL is listed as around 5.6 mm.
- The run puts the count of buffers inserted at the top-level ports at around 96.

Status:
- The run finished with clean final reports.
-- cells by family (layout without fill, tap and decap cells) --
| logic type | count (synthesis) | in the layout |
|---|---|---|
| AOI/OAI and AO/OA | 97 | 97 |
| xor gates and xnor gates | 28 | 28 |
| adders and majority gates | 32 | 32 |
| buffers and inverters | 17 | 102 |
| muxes | 2 | 2 |
| and+or+nand+nor | 65 | 65 |
-- final cells by class --
class	count	area, µm²	share of cell area (%)
multi-input cells	224	1680	59.9
well taps	111	139	4.96
repair buffers	96	961	34.3
inverters	6	22.5	0.804
-- report_power, final --
group | total [W] | internal (W) | leakage (nW) | switching (W)
sequential | 0 | 0 | 0 | 0
combinational | 0.000108 | 0.0000644 | 1.18 | 0.0000438
clock | 0 | 0 | 0 | 0
-- placed cells by master, fill, tap and decap left out, types with 2 or more instances in the layout --
| cell type | instances |
|---|---|
| sky130_fd_sc_hd__xnor2_1 | 13 |
| sky130_fd_sc_hd__o211ai_1 | 3 |
| sky130_fd_sc_hd__o21a_1 | 2 |
| sky130_fd_sc_hd__nor3_1 | 4 |
| sky130_fd_sc_hd__nand2_1 | 18 |
| sky130_fd_sc_hd__a311oi_1 | 2 |
| sky130_fd_sc_hd__nand2b_1 | 2 |
| sky130_fd_sc_hd__nand3_1 | 10 |
| sky130_fd_sc_hd__o21bai_1 | 4 |
| sky130_fd_sc_hd__a21o_1 | 19 |
| sky130_fd_sc_hd__nor2_1 | 12 |
| sky130_fd_sc_hd__o221ai_1 | 2 |
| sky130_fd_sc_hd__nand4_1 | 8 |
| sky130_fd_sc_hd__o21ai_0 | 13 |
| sky130_fd_sc_hd__or2_2 | 3 |
| sky130_fd_sc_hd__ha_1 | 31 |
| sky130_fd_sc_hd__a21oi_1 | 29 |
| sky130_fd_sc_hd__mux2i_1 | 2 |
| sky130_fd_sc_hd__clkdlybuf4s50_1 | 96 |
| sky130_fd_sc_hd__xor2_1 | 15 |
| sky130_fd_sc_hd__a211oi_1 | 3 |
| sky130_fd_sc_hd__o311ai_1 | 2 |
| sky130_fd_sc_hd__inv_1 | 6 |
| sky130_fd_sc_hd__a31oi_1 | 3 |
-- path summary, 6_finish.rpt --
| path | slack [ns] | endpoint | startpoint | cells after the start |
|---|---|---|---|---|
| max | 7.88 | Sum_out[26] | in_1[0] | 11 |
| min | 8.28 | Sum_out[0] | in_2[0] | 3 |
-- critical path: cells and delay by family --
| kind | cells | cell delay, ns |
|---|---|---|
| and+or+nand+nor | 1 | 0.09 |
| buffers and inverters | 2 | 0.91 |
| adders and majority gates | 2 | 0.64 |
| AOI/OAI and AO/OA | 5 | 1.22 |
| xor gates and xnor gates | 1 | 0.13 |
-- cell usage after synthesis (2+ instances only) --
cell / n
sky130_fd_sc_hd__a211oi_1: 3
sky130_fd_sc_hd__a21o_1: 19
sky130_fd_sc_hd__a21oi_1: 29
sky130_fd_sc_hd__a311oi_1: 2
sky130_fd_sc_hd__a31oi_1: 3
sky130_fd_sc_hd__buf_2: 2
sky130_fd_sc_hd__clkbuf_1: 8
sky130_fd_sc_hd__ha_1: 31
sky130_fd_sc_hd__inv_1: 6
sky130_fd_sc_hd__mux2i_1: 2
sky130_fd_sc_hd__nand2_1: 18
sky130_fd_sc_hd__nand2b_1: 2
sky130_fd_sc_hd__nand3_1: 10
sky130_fd_sc_hd__nand4_1: 8
sky130_fd_sc_hd__nor2_1: 12
sky130_fd_sc_hd__nor3_1: 4
sky130_fd_sc_hd__o211ai_1: 3
sky130_fd_sc_hd__o21a_1: 2
sky130_fd_sc_hd__o21ai_0: 13
sky130_fd_sc_hd__o21bai_1: 4
sky130_fd_sc_hd__o221ai_1: 2
sky130_fd_sc_hd__o311ai_1: 2
sky130_fd_sc_hd__or2_2: 3
sky130_fd_sc_hd__xnor2_1: 13
sky130_fd_sc_hd__xor2_1: 15
-- metrics by stage --
stage          setup WS (ns)  cells  instance area, µm²
2_1_floorplan           9.03    241                1740
3_3_place_gp            7.88    437                2800
3_5_place_dp            7.87    437                2800
4_1_cts                 7.86    437                2800
5_1_grt                 7.72    437                2800
6_report                7.88    437                2800
-- per-layer routing --
metal  GRT usage [%]  vias up  share of wire, %  wire length [µm]
li1                -     1093                 -                 -
met1            11.2      932                44              2760
met2            15.1       60                45              2830
met3            3.20        0                11               713
met4               0        0                 0                 0
met5               0        -                 0                 0
Power is estimated from default activity; no workload was simulated.
