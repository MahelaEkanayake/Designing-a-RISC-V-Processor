==> flow/run.sh <==
#!/bin/bash
# OpenROAD 26Q1-2900-gdf79404cd8, Yosys 0.63+post, stock flow scripts
make -C /OpenROAD-flow-scripts/flow DESIGN_CONFIG=/design/flow/config.mk WORK_HOME=/design/flow/orfs finish
==> flow/design.v <==
module Reg_File(clk, reset, RegWrite, Rs1, Rs2, Rd, Write_data, read_data1, read_data2);
input clk, reset, RegWrite;
input [4:0] Rs1, Rs2, Rd;
input [31:0] Write_data;
output [31:0] read_data1, read_data2;
integer k;
reg [31:0] Registers [31:0];
always @(posedge clk or posedge reset)
begin
    if(reset)
    begin
        for(k=0; k<32; k=k+1)
        begin
            Registers[k] <= 32'b00;
        end
    end
    else if(RegWrite)
    begin 
        Registers[Rd] <= Write_data;
    end
end
assign read_data1 = Registers[Rs1];
assign read_data2 = Registers[Rs2];
endmodule
==> flow/config.mk <==
export PLATFORM = sky130hd
export DESIGN_NAME = Reg_File
export DESIGN_NICKNAME = Reg_File
export VERILOG_FILES = /design/flow/design.v
export SDC_FILE = /design/flow/constraint.sdc
export NUM_CORES = 4
export LEC_CHECK = 1
export CORE_UTILIZATION = 50
==> flow/constraint.sdc <==
current_design Reg_File

set clk_period 16.9
set clk_io_pct 0.2

create_clock -name clk0 -period $clk_period [get_ports {clk}]

set non_clock_inputs [all_inputs -no_clocks]
set_input_delay [expr $clk_period * $clk_io_pct] -clock clk0 $non_clock_inputs
set_output_delay [expr $clk_period * $clk_io_pct] -clock clk0 [all_outputs]
==> reports/results.md <==
| Result | Value |
|:---|:---|
| Outcome | complete, no violations |
| Fin area | 58800 um^2 |
| Overall via count from detail_route | 45.8k |
| Data arrival at the endpoint of the critical path | 8.04 ns |
| Boundary Pins | 114 |
| Routed wire length | 275000 um |
| Tally of yosys warning messages | 2 |
| Number of clock buffers inserted by TritonCTS | 109 |
| Cell row count | 117 |
| Dominant register cell in the synthesized netlist | sky130_fd_sc_hd__dfrtp_1 |
| Layout overhead on the synthesized area | 14.6% |
| Largest registers ranked by flip-flop count | Registers (1024) |
| Area post-placement | 54800 um^2 |
| Wire per inst | 46.6 um |
| Worst setup timing slack at the placement stage | 5.83 ns |
| Achievable frequency | 87.5 MHz |
| Insertion Delay late pin | 0.73 ns |
| Post-CTS resize count | 0 |
| Unrepaired setup endpoints after global routing | no |
| Cell area after synthesis | 51400 um^2 |
| Depth of the worst hold-timing path | 1 |
| Pre-Place Util | 50.5% |
| Overall power after layout | 7.09 mW |
| Critical-path maximum fanout | 44 |
| Number of levels the H-tree was split into | 3 |
| Stage-log warning count | 36 |
| Share of synthesized area occupied by flip-flops and latches | 49.9% |
| Leakage power total | 25.6 nW |
| Share of final-layout standard cells stronger than drive strength 1 | 34.7% |
| Final count of pins violating max slew | 0 |
| Via count of the first global-routing pass | 44.0k |
| Final critical-path setup slack | 5.48 ns |
| Sinks on the clock net | 1024 |
| Clock Skews | 0 ns |
| Cell variety after synth | 63 |
| Tcrit/Tclk final | 67.6% |
| Most common cell after layout, fill and taps aside | sky130_fd_sc_hd__mux2_2 |
| Number of antenna violations at the first check in global routing | 20 |
| Area enclosed by the die boundary | 104000 um^2 |
| Clock tree from TritonCTS | built |
| Number of enable flip-flop cells | 0 |
| Count of endpoints failing setup in the final report | 0 |
| Setup Buffers After CTS | 0 |
| Die outline width | 322 um |
| Max-cap check violation count | 0 |
| Power per cell area | 121 nW/um^2 |
| Min cycle time layout | 11.42 ns |
| Overall fraction of global-route tracks in use | 56.1% |
| Register clock-pin slew on the reported worst setup and hold paths | 0.06 ns |
| Global-route wire length before repair | 373000 um |
| Slew of the pin with the lowest slew margin | 1.28 ns |
| Mean post-synth cell area | 11.7 um^2 |
| Data required time of the critical path | 13.52 ns |
| Ys async rst share | 100% |
| Antenna violation net count after detailed routing | 0 |
| Total cells reported by yosys after synthesis | 4395 |
| Final number of hold-violating endpoints | 0 |
| Core footprint | 102000 um^2 |
| Max FFs per register | 1024 |
| Class of the tightest hold or removal check | flip-flop to flip-flop |
| GP Congestion | 1.09 |
| HPWL Detailed | 167000 um |
| Initial DRC Count | 5698 |
| Startpoint types | input port |
| Post-Syn Instances | 4395 |
| Largest Register | Registers |
| Hold-fix buffers, CTS | 0 |
| Element type at the critical path end | output port |
| Largest net degree at the start of global routing | 124 |
| Detail-routed via count per cell | 7.75 |
| Die H | 322 um |
| Number of synthesized register bits | 1024 |
| Critical path type | input port to output port |
| Summed standard-cell area reported by yosys | 51400 um^2 |
| Number of I/O port buffers | 113 |
| IR Drop Worst-Case VDD | 93.6 uV |
| Max transition margin | 14.9% |
| Clk root buf | sky130_fd_sc_hd__clkbuf_16 |
| Number of cells on the worst reg-to-reg path | 1 |
| DRC errors left | 0 |
| Number of search-and-repair iterations in the first detailed-routing pass | 10 |
| Top cells excl fill/tap | sky130_fd_sc_hd__mux2_2 (1031), sky130_fd_sc_hd__dfrtp_1 (1024), sky130_fd_sc_hd__a22oi_1 (756) |
| GRT overflow | 0 |
| Final worst hold slack | 0.532 ns |
| Number of buffers on the longest clock path | 3 |
==> area by class of cell <==
| cell class | instances | area [um^2] |
|---|---|---|
| Antenna cell | 29 | 72.6 |
| Clock buffer | 153 | 3190 |
| Clock inverter | 51 | 733 |
| Fill cell | 8400 | 42900 |
| Inverter | 7 | 30.0 |
| Multi-Input combinational cell | 2934 | 24600 |
| Sequential cell | 1024 | 25600 |
| Tap cell | 1368 | 1710 |
| Timing Repair Buffer | 349 | 2900 |
==> path summary, 6_finish.rpt <==
path	startpoint	endpoint	slack (ns)
min	Registers[24][26]$_DFFE_PP0P_	Registers[24][26]$_DFFE_PP0P_	0.53
min in group asynchronous	reset	Registers[5][0]$_DFFE_PP0P_	3.07
min reg2reg	Registers[24][26]$_DFFE_PP0P_	Registers[24][26]$_DFFE_PP0P_	0.53
max reg2reg	Registers[29][15]$_DFFE_PP0P_	Registers[29][15]$_DFFE_PP0P_	15.98
max	Rs2[1]	read_data2[24]	5.48
max in group asynchronous	reset	Registers[21][15]$_DFFE_PP0P_	10.15
==> Yosys cell counts, types with 8 or more instances <==
| library cell | count | area (um^2) |
|---|---|---|
| sky130_fd_sc_hd__nand3b_1 | 9 | 67.6 |
| sky130_fd_sc_hd__a32oi_1 | 24 | 210 |
| sky130_fd_sc_hd__a22oi_1 | 756 | 5680 |
| sky130_fd_sc_hd__a22o_1 | 43 | 377 |
| sky130_fd_sc_hd__mux2i_1 | 47 | 470 |
| sky130_fd_sc_hd__and4_1 | 9 | 78.8 |
| sky130_fd_sc_hd__nand3_1 | 54 | 270 |
| sky130_fd_sc_hd__or3_1 | 9 | 56.3 |
| sky130_fd_sc_hd__a31oi_1 | 24 | 150 |
| sky130_fd_sc_hd__nor2b_1 | 19 | 119 |
| sky130_fd_sc_hd__o21ai_0 | 25 | 125 |
| sky130_fd_sc_hd__mux2_2 | 1031 | 11600 |
| sky130_fd_sc_hd__dfrtp_1 | 1024 | 25600 |
| sky130_fd_sc_hd__o32a_1 | 15 | 150 |
| sky130_fd_sc_hd__a221oi_1 | 30 | 263 |
| sky130_fd_sc_hd__nand4_1 | 90 | 563 |
| sky130_fd_sc_hd__buf_2 | 95 | 475 |
| sky130_fd_sc_hd__a2111oi_0 | 8 | 70.1 |
| sky130_fd_sc_hd__buf_1 | 66 | 248 |
| sky130_fd_sc_hd__nand2_1 | 240 | 901 |
| sky130_fd_sc_hd__nor2_1 | 170 | 638 |
| sky130_fd_sc_hd__nand2b_1 | 15 | 93.8 |
| sky130_fd_sc_hd__clkbuf_1 | 262 | 983 |
| sky130_fd_sc_hd__a21oi_1 | 84 | 420 |
| sky130_fd_sc_hd__nor3_1 | 73 | 365 |
| sky130_fd_sc_hd__nor4_1 | 36 | 225 |
| sky130_fd_sc_hd__a222oi_1 | 14 | 140 |
| sky130_fd_sc_hd__and3_1 | 8 | 50.1 |
| sky130_fd_sc_hd__and2_1 | 9 | 56.3 |
==> critical path, cell delays in order <==
cell	delay, ns
sky130_fd_sc_hd__buf_4	0.42
sky130_fd_sc_hd__buf_4	0.72
sky130_fd_sc_hd__nand3b_1	0.61
sky130_fd_sc_hd__nor2_4	0.91
sky130_fd_sc_hd__buf_4	0.60
sky130_fd_sc_hd__a22oi_1	0.17
sky130_fd_sc_hd__nand4_1	0.13
sky130_fd_sc_hd__nor4_1	0.09
sky130_fd_sc_hd__a21oi_1	0.40
sky130_fd_sc_hd__clkdlybuf4s50_1	0.55
==> power by group <==
group	internal (mW)	switching, mW	total, mW	leakage, nW
Clock	1.57	1.08	2.65	1.92
Sequential	2.93	0.497	3.42	13.1
Combinational	0.533	0.486	1.02	10.5
Total	5.03	2.06	7.09	25.6
==> through the flow <==
stage | utilization [%] | std cells | TNS [ns]
6_report | 57.8 | 5915 | 0
3_3_place_gp | 53.9 | 5682 | 0
5_1_grt | 57.8 | 5891 | 0
4_1_cts | 57.8 | 5886 | 0
3_5_place_dp | 53.9 | 5682 | 0
2_1_floorplan | - | 4395 | -608.19
==> cell families after synthesis <==
| kind of cell | synth area share, % |
|---|---|
| multiplexers | 23.7 |
| AND/OR/NAND/NOR | 7.31 |
| AND-OR/OR-AND | 15.6 |
| buffers and inverters | 3.49 |
| flip-flops | 49.9 |
==> routing by layer <==
metal	vias up	global-route usage [%]	part of all wire, %
li1	16900	-	-
met1	22900	69.4	34
met2	4400	69.9	38
met3	1611	39.1	18
met4	24	37.1	9.4
met5	-	4.31	0.15
Power and IR drop assume default switching activity.
