==> ./design.v <==
module mux(sel, A, B, mux_out);
input sel;
input [31:0] A, B;
output [31:0] mux_out;
assign mux_out = (sel==1'b0) ? A : B;
endmodule
==> ./run.sh <==
#!/bin/bash
# OpenROAD 26Q1-2900-gdf79404cd8, Yosys 0.63+post, stock flow scripts
make -C /OpenROAD-flow-scripts/flow DESIGN_CONFIG=/design/flow/config.mk WORK_HOME=/design/flow/orfs finish
==> ./config.mk <==
export PLATFORM = sky130hd
export DESIGN_NAME = mux
export DESIGN_NICKNAME = mux
export VERILOG_FILES = /design/flow/design.v
export SDC_FILE = /design/flow/constraint.sdc
export NUM_CORES = 4
export LEC_CHECK = 1
export CORE_AREA = 10 10 70 70
export DIE_AREA = 0 0 80 80
==> ./constraint.sdc <==
current_design mux

set clk_period 1.0
set clk_io_pct 0.2

create_clock -name clk0 -period $clk_period

set non_clock_inputs [all_inputs -no_clocks]
set_input_delay [expr $clk_period * $clk_io_pct] -clock clk0 $non_clock_inputs
set_output_delay [expr $clk_period * $clk_io_pct] -clock clk0 [all_outputs]
==> impl_metrics.ini <==
; implementation run metrics
[finish]
area_delta_synth_final_pct = 212
comb_area_sq_um = 480
fin_cells = 192
clkbuf_count = 0
drive_above_1_share = 0.562
fill_cells = 327
ff_count = 0
regArea_sq_um = 0
lay_top_count = dlygate4sd2_1
layout_top_cells = dlygate4sd2_1 (40), mux2_4 (32), buf_6 (29)

[final_timing]
timing.final.crit_share = 1.18
fmax_mhz = 851
worst_pin_slew_ps = 61.1
setup_violations = 32
slew_viol_final = 0
rsz0062_at_grt = yes
slew_headroom = 0.959
fin_ws_ps = -175
period_needed_ps = 1180
hold_viol = 0
setup_tns_ps = -5030

[global_route]
grt_pass1_wl_um = 4150
grt_usage = 0.0787
grt_max_degree = 8
overflow = 0
antenna_found_initial = 0
first_global_vias = 824

[route]
detail-route-antenna-nets = 0
drtIter0Drc = 4
firstDrtPassIters = 2
via_count = 730
vias_per_cell = 3.80
drc_errors = 0
wirelength_um = 2850
wl_per_cell_um = 14.8
antenna_cells = 0

[synthesis]
area_leaders = mux2_4 (83%), buf_12 (11%), mux2_2 (4.1%)
yosys-stat-area_sq_um = 544
synth.top_cell.area_share = 0.828
mappedNetlistArea_sq_um = 544
ys_seq_frac = 0
synth.distinct_cells = 4
top_area_cell = mux2_4
syn_inst = 36
avgSynthCellArea_sq_um = 15.1
yosys_warnings = 0
yosys_cells = 36

[run]
cap_violations = 0
tool_warnings = 34

[outcome]
status = finished, violations left
violations = negative setup slack

[place]
place.gp.congestion = 0.760
place_inst = 177
hpwlAfterDp_um = 2400
numPortBuffers = 97

[floorplan]
fp_util = 0.159
ios = 97
core-area_sq_um = 3420
die_area_sq_um = 6400
die-width_um = 80
die_h_um = 80
num_rows = 21

[critical_path]
path_max_fanout = 7
cp.required_ps = 800
worstPathArrival_ps = 980
start_kind = input port
cp-end-kind = output pin
critical_path_class = input port to output pin

[power_and_ir_drop]
cellPowerDensity_nw_per_um2 = 389
leakagePower_uw = 0.000990
irDropWorstVdd_uv = 173

[worst_hold_path]
hold_path_class = input port to output pin
min_path_cells = 3

[cts]
cts-hold-fix-buffers = 0
[cell families (layout without fill, tap and decap cells)]
group,after synthesis,in the layout,share of synthesized area
mux,32,32,0.869
buf+inv,4,114,0.131
[through the flow]
stage	total power (uW)	setup WS (ps)	cell area, sq um	hold WS [ps]	utilization
4_1_cts	644	-178	1610	800	0.470
2_1_floorplan	206	66.9	544	498	-
3_5_place_dp	655	-497	1540	1330	0.450
3_3_place_gp	654	-492	1540	1330	0.450
6_report	660	-175	1700	694	0.497
5_1_grt	706	-194	1700	714	0.497
[worst max-delay path: stages]
cell    delay (ps)
buf_12         110
buf_12         130
buf_8          120
mux2_4         300
buf_6          110
[synth_stat cells]
cell type	count
mux2_4	30
buf_12	3
mux2_2	2
buf_6	1
[worst paths after layout]
| kind | endpoint | from |
|---|---|---|
| setup / recovery | mux_out[31] | sel |
| hold / removal | mux_out[24] | A[24] |
[power breakdown]
group	internal, uW	leakage [uW]	switching (uW)
clock	0	0	0
sequential	0	0	0
combinational	519	0.000990	141
[final cells by class]
class              count  share of cell area
repair buffers       114               0.683
multi-input cells     32               0.283
well taps             46              0.0339
[routing by layer]
metal | global-route usage | part of all wire | wire (um)
met5 | 0 | 0 | 0
met1 | 0.0897 | 0.40 | 1140
met4 | 0 | 0 | 0
met2 | 0.143 | 0.49 | 1390
met3 | 0.0307 | 0.11 | 313
[what timing repair did]
action / 4_1_cts / 5_1_grt
buffers inserted: 14 / 0
hold endpoints to repair: 0 / 0
cloned: 1 / 0
endpoints found under the setup margin: 32 / 32
gates resized: 170 / 23
Power figures rest on the tool's default switching activity, not on a simulated workload.
